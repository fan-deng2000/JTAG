==> flow/design.v <==
module scan_chain_number_mem(clk, reset, wren, addr, chain_number, number);
	input wire clk, reset, wren;
	input wire [5 : 0] addr;
	input wire [10:0] chain_number;
	output wire [10:0] number;
	reg [10:0] regmem[0:15];  
	always @(posedge clk) begin
		if (reset) begin
			regmem[0] <= 0; 
			regmem[1] <= 12; 
			regmem[2] <= 11;
			regmem[3] <= 10;
			regmem[4] <= 9;
			regmem[5] <= 8;
			regmem[6] <= 7;
			regmem[7] <= 6; 
			regmem[8] <= 5; 
			regmem[9] <= 0; 
			regmem[10] <= 0;
			regmem[11] <= 0;
			regmem[12] <= 0; 
			regmem[13] <= 0; 
			regmem[14] <= 0;
			regmem[15] <= 0;
		end
		else begin
			if (wren) begin
				regmem[addr] <= chain_number;
				number <= chain_number;
			end
			else 
				number <= regmem[addr];
		end
	end
endmodule
==> flow/run.sh <==
#!/bin/bash
# OpenROAD 26Q1-2900-gdf79404cd8, Yosys 0.63+post, stock flow scripts
make -C /OpenROAD-flow-scripts/flow DESIGN_CONFIG=/design/flow/config.mk WORK_HOME=/design/flow/orfs finish
==> flow/config.mk <==
export PLATFORM = sky130hd
export DESIGN_NAME = scan_chain_number_mem
export DESIGN_NICKNAME = scan_chain_number_mem
export VERILOG_FILES = /design/flow/design.v
export SDC_FILE = /design/flow/constraint.sdc
export NUM_CORES = 4
export LEC_CHECK = 1
export CORE_UTILIZATION = 40
==> flow/constraint.sdc <==
current_design scan_chain_number_mem

set clk_period 3.1
set clk_io_pct 0.2

create_clock -name clk0 -period $clk_period [get_ports {clk}]

set non_clock_inputs [all_inputs -no_clocks]
set_input_delay [expr $clk_period * $clk_io_pct] -clock clk0 $non_clock_inputs
set_output_delay [expr $clk_period * $clk_io_pct] -clock clk0 [all_outputs]
==> impl_metrics.py <==
# Flow results
metrics = {
    "route": {
        "drt_first_pass_iters": 4,
        "antenna_cells": 0,
        "drt-wirelength-per-cell_um": 21.4,
        "vias_per_cell": 5.26,
        "ant_nets": 0,
        "drt-initial-drc-count": 254,
        "routed_wl_um": 19200,
        "drc": 0,
        "vias": 4733,
    },
    "placed_design": {
        "place_ws_ns": 0.240,
        "hpwl_um": 12100,
        "portBuffers": 28,
        "routabilityCongestion": 0.911,
    },
    "global_routing": {
        "first_global_vias": 4993,
        "grt_start_max_net_pins": 26,
        "gr-total-overflow": 0,
        "antenna_found_initial": 0,
        "track_usage": 0.201,
        "grt_first_pass_wirelength_um": 29800,
    },
    "die": {
        "die_w_um": 149,
        "initCoreUtil": 0.409,
        "core_sq_um": 21100,
        "die-area_sq_um": 22200,
        "rows": 53,
        "ios": 31,
        "chipHeight_um": 149,
    },
    "timing": {
        "rsz0062_at_grt": "false",
        "slew_headroom": 0.472,
        "finalWorstSetupSlack_ns": 0.740,
        "setup_viol": 0,
        "drv_slew": 0,
        "hold_ws_ns": 0.816,
        "period_needed_ns": 2.36,
        "skew_ns": 0.0109,
        "setup-tns-final_ns": 0,
        "worst_pin_slew_ns": 0.790,
        "achievable-frequency_mhz": 424,
        "finalHoldViolations": 0,
        "fin_crit_sh": 0.761,
    },
    "logic_synthesis": {
        "ys_area_sq_um": 8630,
        "yosysWarnings": 3,
        "ys_types": 30,
        "yosys.stat.seqShare": 0.650,
        "ys_ff": 187,
        "syn_area_per_cell_sq_um": 15.0,
        "ys_cells": 577,
        "netlist_area_sq_um": 8630,
        "syn_inst": 577,
    },
    "clock_network": {
        "ctsHoldBuffers": 0,
        "clockRootBuffer": "clkbuf_16",
        "post_cts_buffers": 0,
        "cts_max_path_buffers": 2,
        "post_cts_resized": 0,
        "cts_max_level": 4,
        "clk_pin_slew_ns": 0.06,
        "cts_sinks": 187,
        "tritoncts": "yes",
        "clock_latency_ns": 0.43,
        "numCtsBuffers": 17,
    },
    "critical_path": {
        "crit_path_max_fanout": 22,
        "cp-start-kind": "input port",
        "cp.arrival_ns": 2.46,
        "cp-end-kind": "register",
        "criticalPathCategory": "input port to register",
        "cp.required_ns": 3.20,
    },
    "min_path": {
        "worstHoldPathType": "register to register",
    },
    "final_layout": {
        "fillCellCount": 1760,
        "drive_gt1_frac": 0.174,
        "mostFrequentLayoutCells": "edfxtp_1, and2_1, buf_4",
        "layout_top_cell": "edfxtp_1",
        "area_delta_synth_final_pct": 14.7,
    },
    "pwr": {
        "p_leak_nw": 3.47,
        "ir_drop_mv": 0.263,
        "powerDensity_nw_per_um2": 570,
    },
    "flow_run": {
        "warnings": 27,
        "maxCapViolCount": 0,
    },
    "run_status": {
        "status": "finished, final reports clean",
    },
}
[area by class of cell]
| type | instances | area, sq um | area share |
|---|---|---|---|
| clock inverter | 13 | 178 | 0.0179 |
| tap | 275 | 344 | 0.0347 |
| timing repair buffer | 67 | 578 | 0.0583 |
| clock buffer | 17 | 425 | 0.0429 |
| multi-input combinational | 340 | 2760 | 0.279 |
| sequential | 187 | 5620 | 0.567 |
| inverter | 1 | 3.75 | 0.000379 |
[stage by stage]
stage	std cells	utilization	power, W	area [sq um]
finish	900	0.470	0.00565	9910
global route	900	0.470	0.00586	9910
CTS	900	0.470	0.00570	9910
detailed placement	870	0.441	0.00350	9300
global placement	870	0.441	0.00349	9300
floorplan	577	-	0.00329	8630
[per-layer routing]
metal	track usage	share of wire	vias up
met1	0.300	0.40	2339
met2	0.304	0.49	174
li1	-	-	2206
met5	0	0	-
met4	0.0250	0.012	0
met3	0.0899	0.10	14
[where the power goes]
group	switching (W)	leakage [nW]	internal [W]	total [W]
clock network	0.000879	0.286	0.00133	0.00221
registers	0.0000373	1.79	0.00293	0.00297
logic	0.000262	1.39	0.000204	0.000466
[Yosys cell counts (all sizes together)]
| cell type | instances | share of area |
|---|---|---|
| o21ai | 12 | 0.0070 |
| nor2b | 1 | 0.00072 |
| mux4 | 31 | 0.081 |
| mux2i | 35 | 0.041 |
| inv | 1 | 0.00043 |
| nand2 | 1 | 0.00043 |
| and2 | 169 | 0.12 |
| nand3b | 1 | 0.00087 |
| or3b | 2 | 0.0020 |
| a22oi | 2 | 0.0017 |
| or2 | 6 | 0.0043 |
| nand2b | 11 | 0.0088 |
| nor4 | 4 | 0.0029 |
| edfxtp | 187 | 0.65 |
| buf | 18 | 0.015 |
| clkbuf | 31 | 0.014 |
| a31oi | 2 | 0.0014 |
| nor3 | 6 | 0.0046 |
| o32a | 9 | 0.010 |
| nor4b | 2 | 0.0020 |
| nor2 | 25 | 0.011 |
| nand4 | 1 | 0.00072 |
| or3 | 11 | 0.0080 |
| o221ai | 9 | 0.0091 |
[critical path, stage by stage]
cell and delay, ns:
buf_4 0.36, buf_4 0.41, or3b_1 0.54, nor3_2 0.18, or2_2 0.33
[worst paths after layout]
path / slack (ns) / cells past startpoint / from / end
worst min register to register: 0.82 / 3 / regmem[4][10]$_SDFFCE_PN0P_ / number[10]$_DFFE_PN_
worst min-delay path: 0.82 / 3 / regmem[4][10]$_SDFFCE_PN0P_ / number[10]$_DFFE_PN_
worst max register to register: 1.16 / 4 / regmem[1][1]$_SDFFCE_PN0P_ / number[1]$_DFFE_PN_
worst max-delay path: 0.74 / 5 / addr[1] / regmem[2][4]$_SDFFCE_PN0P_
[kinds of logic after synthesis]
kind of cell	synth area share
simple gates	0.169
flops	0.650
mux	0.121
buf+inv	0.0297
compound gates	0.0297
[flip-flops by register name (all words and copies together), names as in the netlist]
name	count
regmem	176
number	11
Power figures rest on the tool's default switching activity, not on a simulated workload.
